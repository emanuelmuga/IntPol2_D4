`flow/config.mk`:
```
export PLATFORM = sky130hd
export DESIGN_NAME = complexAdder
export DESIGN_NICKNAME = complexAdder
export VERILOG_FILES = /design/flow/design.v
export SDC_FILE = /design/flow/constraint.sdc
export NUM_CORES = 4
export LEC_CHECK = 1
export CORE_AREA = 10 10 98 98
export DIE_AREA = 0 0 108 108
```
`flow/constraint.sdc`:
```
current_design complexAdder

set clk_period 7.7
set clk_io_pct 0.2

create_clock -name clk0 -period $clk_period

set non_clock_inputs [all_inputs -no_clocks]
set_input_delay [expr $clk_period * $clk_io_pct] -clock clk0 $non_clock_inputs
set_output_delay [expr $clk_period * $clk_io_pct] -clock clk0 [all_outputs]
```
`flow/design.v`:
```
`timescale 1ns / 1ps
module complexAdder
#(
   parameter DATA_WIDTH = 18
)
(
    input  [DATA_WIDTH-1 : 0] re_A,
	 input  [DATA_WIDTH-1 : 0] im_A,
	 input  [DATA_WIDTH-1 : 0] re_B,
	 input  [DATA_WIDTH-1 : 0] im_B,
    output [DATA_WIDTH-1 : 0] re_out,
	 output [DATA_WIDTH-1 : 0] im_out
);
	reg signed [DATA_WIDTH -1: 0] temp_RA;
	reg signed [DATA_WIDTH -1: 0] temp_IA;
	reg signed [DATA_WIDTH -1: 0] temp_RB;
	reg signed [DATA_WIDTH -1: 0] temp_IB;
	wire signed [DATA_WIDTH-1: 0] temp_RE;
	wire signed [DATA_WIDTH-1: 0] temp_IM;
	always@(re_A, re_B, im_A, im_B)
	begin
		temp_RA = re_A;
		temp_IA = im_A;
		temp_RB = re_B;
		temp_IB = im_B;
	end 
	assign temp_RE = temp_RA + temp_RB;
	assign temp_IM = temp_IA + temp_IB;
	assign re_out = temp_RE;
	assign im_out = temp_IM;
endmodule
```
`flow/run.sh`:
```
#!/bin/bash
# OpenROAD 26Q1-2900-gdf79404cd8, Yosys 0.63+post, stock flow scripts
make -C /OpenROAD-flow-scripts/flow DESIGN_CONFIG=/design/flow/config.mk WORK_HOME=/design/flow/orfs finish
```
==> flow_metrics.tcl <==
# collected from the flow reports
set metrics [dict create \
    grt_pass1_wl_mm 9.00 \
    setup_viol 0 \
    finalCritPeriodShare_pct 76.6 \
    final_layout_top_logic_cells "108 x clkdlybuf4s50_1, 34 x ha_1, 21 x xnor2_1" \
    routedWlPerCell_um 12.8 \
    place_area_um2 2960 \
    die_h_um 108 \
    grt_setup_unrepaired "no" \
    n_antenna_cell 0 \
    whs_ps 4100 \
    crit_type "in -> out" \
    synth_stat.cells 241 \
    antenna_found_initial 0 \
    p_leak_uw 0.00122 \
    status "completed" \
    ioPinCount 108 \
    min_period_ps 5900 \
    overflow 0 \
    postSynthCellCount 241 \
    drc_errors 0 \
    final_common_cell "clkdlybuf4s50_1" \
    die_w_um 108 \
    critPathArrivalTime_ps 4360 \
    critPathTopFamily "buffers and inverters" \
    cts.repair.resized 0 \
    gr-usage-all-layers_pct 9.07 \
    maxCapViolCount 0 \
    drt_iter0_drc 39 \
    warnings 32 \
    syn-cell-area_um2 1760 \
    crit_path_start_kind "primary input" \
    dp_hpwl_mm 5.27 \
    core_um2 7650 \
    slew_headroom_pct 73.5 \
    crit_path_top_delay_cell "clkdlybuf4s50_1" \
    drv_slew 0 \
    synth_area_leader_cell "ha_1" \
    vias_per_cell 4.55 \
    gp_congestion 0.790 \
    vias 2044 \
    flops 0 \
    max_freq_mhz 170 \
    hold_buffers 0 \
    chipArea_um2 11700 \
    cts_setup_buffers 0 \
    first_global_vias 1929 \
    wirelength_mm 5.77 \
    clock_buffers 0 \
    cp-end-kind "primary output" \
    cp_slowest_stage_delay_ps 530 \
    power_density_nw_per_um2 86.5 \
    finalPower_uw 256 \
    rows 32 \
    syn_avg_cell_area_um2 7.31 \
    drive_gt1_share_pct 4.03 \
    final-seq-area_um2 0 \
    yosys_warnings 1 \
    ir_drop_uv 34.1 \
    hp-class "in -> out" \
    areaGrowthSynthToFinish_pct 68.0 \
    worstPathCellList "clkdlybuf4s50_1 -> ha_1 -> inv_1 -> fa_1 -> nor2b_1 -> o21ai_1 -> a21oi_1 -> o21ai_1 -> mux2i_1 -> a311oi_1 -> clkdlybuf4s50_1" \
    place_inst 449 \
    ant_nets 0 \
    cp.buffers_inverters 3 \
    tightest_slew_ps 394 \
    ys_seq_share_pct 0 \
    finalHoldViolCount 0 \
    port_buffers 108 \
    drt_pass1_iterations 4 \
    final_area_um2 2960 \
    yosysUniqueCellTypes 46 \
    yosys_area_um2 1760 \
    synth_top_area_share_pct 24.1 \
    grt_max_degree 9 \
    comb_area_um2 1680 \
    fin_tns_setup_ps 0 \
    final_cells 449 \
    fill_cells 759 \
    cp.required_ps 6160 \
    initCoreUtil_pct 23.0 \
    area_leaders "ha_1 24%, xnor2_1 10%, a21oi_1 5.1%, o21ai_0 5.1%, nand2_1 4.0%" \
    cp_max_fo 5 \
]
-- tightest hold or removal path, cell delays in order --
cell	delay (ps)
clkdlybuf4s50_1	450
ha_1	120
clkdlybuf4s50_1	450
-- per-stage QoR --
stage | util, % | setup slack, ps
3_3_place_gp | 38.7 | 1890
3_5_place_dp | 38.7 | 1810
6_report | 38.7 | 1810
5_1_grt | 38.7 | 1610
4_1_cts | 38.7 | 1810
2_1_floorplan | - | 3090
-- logic make-up (layout without fill, tap and decap cells) --
group | count (synthesis) | after routing | share of synthesized area, %
and+or+nand+nor | 64 | 64 | 17.4
adders and majority gates | 36 | 36 | 26.4
AOI/OAI and AO/OA | 92 | 92 | 37.3
xor gates and xnor gates | 28 | 28 | 13.9
buffers and inverters | 20 | 126 | 4.40
muxes | 1 | 1 | 0.568
-- area by class of cell --
| cell class | count | share of cell area (%) |
|---|---|---|
| Tap cell | 102 | 4.31 |
| Timing Repair Buffer | 108 | 36.5 |
| Inverter | 18 | 2.28 |
| Multi-Input combinational cell | 221 | 56.9 |
-- power by group --
part / switching (uW) / total (uW) / internal, uW / leakage [uW]
sequential: 0 / 0 / 0 / 0
clock: 0 / 0 / 0 / 0
combinational: 96.9 / 256 / 159 / 0.00122
total: 96.9 / 256 / 159 / 0.00122
-- cell usage after synthesis (all sizes together), types with 3 or more instances --
master	instances
a211oi	7
a21o	7
a21oi	23
a31oi	3
and3	3
ha	34
inv	18
nand2	19
nand2b	3
nand3	5
nor2	17
nor2b	7
nor3	4
o211ai	7
o21a	5
o21ai	21
o21bai	5
xnor2	21
xor2	7
-- final timing paths --
| kind | from | to | slack [ps] | depth (start not counted) |
|---|---|---|---|---|
| worst max-delay path | im_A[0] | im_out[12] | 1810 | 11 |
| worst min-delay path | re_B[0] | re_out[0] | 4100 | 3 |
-- metal layers --
layer | wire [um] | part of all wire [%] | up-vias | GRT usage (%)
li1 | - | - | 1109 | -
met1 | 2690 | 47 | 861 | 12.1
met2 | 2400 | 42 | 74 | 13.9
met3 | 676 | 12 | 0 | 4.28
met4 | 0 | 0 | 0 | 0
met5 | 0 | 0 | - | 0
Power is estimated from default activity; no workload was simulated.
