[./design.v]
`timescale 1ns / 1ps
module complexSubtractor #(parameter DATA_WIDTH = 18)
(
    input  [DATA_WIDTH-1 : 0] re_A,
	 input  [DATA_WIDTH-1 : 0] im_A,
	 input  [DATA_WIDTH-1 : 0] re_B,
	 input  [DATA_WIDTH-1 : 0] im_B,
    output [DATA_WIDTH-1 : 0] re_out,
	 output [DATA_WIDTH-1 : 0] im_out
);
	reg signed [DATA_WIDTH -1: 0] temp_RA;
	reg signed [DATA_WIDTH -1: 0] temp_IA;
	reg signed [DATA_WIDTH -1: 0] temp_RB;
	reg signed [DATA_WIDTH -1: 0] temp_IB;
	wire signed [DATA_WIDTH -1: 0] temp_RE;
	wire signed [DATA_WIDTH -1: 0] temp_IM;
	always@(re_A, re_B, im_A, im_B)
	begin
		temp_RA = re_A;
		temp_IA = im_A;
		temp_RB = re_B;
		temp_IB = im_B;
	end 
	assign temp_RE = temp_RA - temp_RB;
	assign temp_IM = temp_IA - temp_IB;
	assign re_out = temp_RE;
	assign im_out = temp_IM;
endmodule
[./constraint.sdc]
current_design complexSubtractor

set clk_period 10.6
set clk_io_pct 0.2

create_clock -name clk0 -period $clk_period

set non_clock_inputs [all_inputs -no_clocks]
set_input_delay [expr $clk_period * $clk_io_pct] -clock clk0 $non_clock_inputs
set_output_delay [expr $clk_period * $clk_io_pct] -clock clk0 [all_outputs]
[./config.mk]
export PLATFORM = sky130hd
export DESIGN_NAME = complexSubtractor
export DESIGN_NICKNAME = complexSubtractor
export VERILOG_FILES = /design/flow/design.v
export SDC_FILE = /design/flow/constraint.sdc
export NUM_CORES = 4
export LEC_CHECK = 1
export CORE_AREA = 10 10 93 93
export DIE_AREA = 0 0 103 103
[./run.sh]
#!/bin/bash
# OpenROAD 26Q1-2900-gdf79404cd8, Yosys 0.63+post, stock flow scripts
make -C /OpenROAD-flow-scripts/flow DESIGN_CONFIG=/design/flow/config.mk WORK_HOME=/design/flow/orfs finish
==> ci_impl_report.md <==
### Metrics collected by this job

| Metric | Value |
|---|---|
| Setup-failing EPs final | 0 |
| Sum Neg Setup Slack | 0 ns |
| PostCTS Resize Cnt | 0 |
| Worst Path Buf+Inv | 3 |
| Max Slew Vio Count | 0 |
| YS chip area | a little under 2000 um2 |
| Area grow syn2layout | 58.22% |
| Cell Rows | 30 |
| CP top delay family | AND-OR/OR-AND gates |
| WP data required | roughly 8.5 ns |
| Post-layout power | ~0.20 mW |
| CP max stage cell | clkdlybuf4s50_1 |
| Critical Path End Type | output port |
| Max-Cap Viols | 0 |
| Crit Path Category | primary input to output port |
| OpenROAD warning count | 32 |
| CP dominant cell by count | clkdlybuf4s50_1 |
| DRT Pass-1 Iters | 7 |
| Final HPWL DP | about 5800 um |
| Synth cell types | approximately 47 |
| Flops | 0 |
| Crit path DAT | around 4.8 ns |
| Port Buf Inserts | about 110 |
| Share of cells above drive strength 1 | 0.02278 |
| Synth Instances | about 290 |
| Wire per inst | about 14 um |
| Most frequent logic cell in the layout | clkdlybuf4s50_1 |
| First-pass GRT wire length | between 10,000 and 15,000 um |
| Antenna cell count | 0 |
| Startpoint Class | primary input |
| CP Depth | 10 |
| Actual slew at the worst max-slew pin | between 0.6 and 0.7 ns |
| DR vias/cell | about 4.9 |
| Hold Path Class | primary input to output port |
| Status | complete, no violations |
| Post-route minimum period | roughly 7 ns |
| Vias in the first global route | roughly 2.1k |
| Initial antenna violation count | 0 |
| Critical Path, Cell by Cell | clkdlybuf4s50_1, ha_1, inv_1, fa_1, a21o_1, a221oi_2, a21oi_2, a41oi_1, xnor2_1, clkdlybuf4s50_1 |
| Final wirelength | between 6000 and 7000 um |
| Global router's overall resource usage | 0.1168 |
| Die height | around 100 um |
| Core area | between 6000 and 7000 um2 |
| # Post-CTS Setup Buffers | 0 |
| Slew margin rel. | 0.5783 |
| Hold_sp | im_A[0] |
| LEAKAGE | roughly 1.4 nW |
| Cycle use final | 0.6554 |
| Fp util | 0.2917 |
| Top cells excl fill/tap | 108 x clkdlybuf4s50_1, 45 x inv_1, 34 x ha_1 |
| Largest stage delay on the critical path | approximately 0.48 ns |
| Chip area | about 11,000 um2 |
| Hold Path Depth | 5 |
| Initial DRC count | 72 |
| Syn. warnings | 1 |
| Largest net degree at the start of global routing | 10 |
| Worst VDD drop | 0.02265 mV |
| Fmax | 143.9 MHz |
| Hold path endpoint | im_out[0] |
| DRC | 0 |
| Antenna violation net count after detailed routing | 0 |
| Seq share, synth | 0 |
| Cts hold-fix bufs | 0 |
| CP max FO | 5 |
| Yosys stat cell total | slightly below 300 |
| RSZ-0062 raised after global routing | no |
| Die W | about 100 um |
| Grt total ovfl | 0 |
| Power per Cell Area | roughly 63 nW/um2 |
| Placer congestion estimate | 0.8476 |
| Final hold viol count | 0 |
| Syn Area/Cell | between 6 and 7 um2 |
| Layout clock buffers | 0 |
| Vias | 2,322 |
| I/O pin total | roughly 110 |
| Sequential cell area | 0 um2 |
| Syn Std Cell Area | ~2000 um2 |
[area by class of cell]
cell class | count | area, um2
Fill cell | 680 | 3638
Tap cell | 80 | 100.1
Multi-Input combinational cell | 242 | 1768
Timing Repair Buffer | 108 | 1081
Inverter | 45 | 168.9
[kinds of logic (layout without fill, tap and decap cells)]
logic type      after synthesis  count (layout)  synth area share
compound gates               99              99            0.3511
xor+xnor                     26              26            0.1156
fa+ha+maj                    36              36            0.2362
buf+inv                      52             153            0.1029
simple gates                 81              81            0.1943
[worst max-delay path by stage]
stage	endpoint	from
after CTS	re_out[16]	re_B[0]
after global routing	re_out[10]	re_A[0]
final	re_out[16]	re_B[0]
[cell usage after synthesis (2+ instances only)]
master / instances / share of area
xor2_1: 11 / 0.049
a31oi_1: 4 / 0.013
a221oi_2: 2 / 0.015
o21a_1: 8 / 0.030
nand3_1: 5 / 0.013
buf_2: 3 / 0.0076
nor2_1: 18 / 0.034
xnor2_1: 15 / 0.067
a21oi_1: 32 / 0.081
a311oi_1: 3 / 0.013
a21o_1: 5 / 0.019
ha_1: 34 / 0.22
fa_1: 2 / 0.020
nand2_1: 27 / 0.051
or4_1: 2 / 0.0076
inv_1: 45 / 0.086
a21boi_0: 2 / 0.0076
and2_1: 3 / 0.0095
nand4_1: 10 / 0.032
nand2b_1: 3 / 0.0095
a211oi_1: 5 / 0.019
o211ai_1: 6 / 0.023
o21ai_0: 13 / 0.033
clkbuf_1: 3 / 0.0057
nor3_1: 6 / 0.015
and3_1: 2 / 0.0063
a21oi_2: 3 / 0.013
o22ai_1: 2 / 0.0063
or3_1: 2 / 0.0063
[report_power, final]
group / switching, mW / total, mW / internal (mW)
combinational: 0.0788 / 0.197 / 0.118
clock: 0 / 0 / 0
sequential: 0 / 0 / 0
[through the flow]
step	hold slack [ns]	setup slack, ns	instance area, um2	instances	utilization
6_report	5.234	3.653	3118	475	0.4615
5_1_grt	5.262	3.502	3118	475	0.4615
4_1_cts	5.247	3.630	3118	475	0.4615
3_5_place_dp	5.244	3.634	3118	475	0.4615
3_3_place_gp	5.241	3.658	3118	475	0.4615
2_1_floorplan	4.351	4.752	1971	294	-
[routing by layer]
layer	up-vias	global-route usage	part of all wire
met1	1002	0.1659	0.46
met3	0	0.01693	0.056
met4	0	0	0
li1	1275	-	-
met5	-	0	0
met2	45	0.1941	0.49
Power is estimated from default activity; no workload was simulated.
