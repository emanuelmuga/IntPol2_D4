`config.mk`:
```
export PLATFORM = sky130hd
export DESIGN_NAME = intpol2_D4_sub_sync
export DESIGN_NICKNAME = intpol2_D4_sub_sync
export VERILOG_FILES = /design/flow/design.v
export SDC_FILE = /design/flow/constraint.sdc
export NUM_CORES = 4
export LEC_CHECK = 1
export CORE_UTILIZATION = 40
```
`constraint.sdc`:
```
current_design intpol2_D4_sub_sync

set clk_period 1.5
set clk_io_pct 0.2

create_clock -name clk0 -period $clk_period [get_ports {clk}]

set non_clock_inputs [all_inputs -no_clocks]
set_input_delay [expr $clk_period * $clk_io_pct] -clock clk0 $non_clock_inputs
set_output_delay [expr $clk_period * $clk_io_pct] -clock clk0 [all_outputs]
```
`design.v`:
```
module intpol2_D4_sub_sync #(
    parameter  DATAPATH_WIDTH  = 32,
    parameter  N_bits     =  2                    
)(
    input                                      clk, rstn, en,
    input       signed [DATAPATH_WIDTH+N_bits-1:0] A,
    input       signed [DATAPATH_WIDTH+N_bits-1:0] B,
    output reg  signed [DATAPATH_WIDTH+N_bits-1:0] C
);
always @(posedge clk or negedge rstn) begin
	 if(!rstn)begin
		 C = {DATAPATH_WIDTH+N_bits{1'b0}};
	 end
	 else begin
         if(en)
		    C = (A - B);
	 end
end
endmodule
```
`run.sh`:
```
#!/bin/bash
# OpenROAD 26Q1-2900-gdf79404cd8, Yosys 0.63+post, stock flow scripts
make -C /OpenROAD-flow-scripts/flow DESIGN_CONFIG=/design/flow/config.mk WORK_HOME=/design/flow/orfs finish
```
==> changes_impl.md <==
## Flow update

* Standard-cell rows at 32
* Leading area contributor after synthesis: dfrtp_1
* Vias at 3,951
* Synth Warn # at 1
* Number of remaining DRC errors at 0
* Fmax achieved at 423 MHz
* Core Box Area at 0.00777 sq mm
* Status: finished with violations
* Smallest setup slack after layout at -862 ps
* Antenna diode instance count at 0
* Violated checks: setup timing
* Critical-path top delay cell: fa_2
* Global placer's final weighted congestion at 0.883
* Largest vdd supply drop at 0.448 mV
* Pre-CTS worst setup slack at -1680 ps
* Total cell area reported by yosys after synthesis at 0.00323 sq mm
* Number of buffers created by CTS at 5
* Floorplan-stage core utilization at 0.416
* Prevailing post-synth register cell: dfrtp_1
* Number of max-slew violations in the final report at 0
* Leak at 0.00306 uW
* Part of the Yosys area used for sequential elements at 0.263
* Maximum clock insertion buffer count at 2
* Per-cell routed wire length at 17.7 um
* Detailed-router iteration count before antenna repair at 4
* Number of antenna violations at the first check in global routing at 0
* Layout cells sized above 1 at 0.598
* Clock transition at the registers of the reported paths at 80 ps
* Shortest clock period the worst path allows after layout at 2360 ps
* Count of H-tree levels built during CTS at 2
* Via-to-Cell Ratio at 5.37
* Category of cells accounting for the largest share of critical-path delay: AND-OR/OR-AND gates
* Final-layout fill cell count at 331
* Largest net degree at the start of global routing at 35
* Cells traversed along the worst timing path: buf_8, inv_12, ha_4, inv_2, fa_2, a21o_1, a221oi_2, o31a_1, buf_6, nor3_2, nor2_1, o21ai_1, xnor2_1, mux2_4
* Overall fraction of global-route tracks in use at 0.285
* Max FFs per register at 34
* Number of synthesized register bits at 34
* Drt initial violations at 150
* Area leader share at 0.263
* Syn Inst Count at 390
* Data required time at the worst endpoint at 1690 ps
* Syn avg cell area at 8.28 sq um
* Setup violation total in the final timing report at 29
* # Cells Yosys at 390
* Dominant logic cell types in the final layout: buf_4 (106), buf_6 (67), clkdlybuf4s50_1 (47)
* Asr flop ratio synth at 1.00
* Total die area at 0.00844 sq mm
* Power density over the cells at 767 mW/mm^2
* Post-synth tally of flip-flops with integrated enable at 0
* Wire length of the first global-routing pass at 18.9 mm
* Overall Power at 5190 uW
* Tightest slew margin relative to the limit at 0.751
* Max cap viols at 0
* Endpoint type of the worst setup path: flip-flop
* Worst path buffer plus inverter count at 4
* Quantity of I/O buffers inserted on ports at 104
* Post-synthesis instance area at 0.00323 sq mm
* Utilization of the core after routing at 0.870
* Count of endpoints failing hold in the final timing report at 0
* Clock latency (worst-skew pair) at 290 ps
* Pin slew with the least headroom to its limit at 370 ps
* Synth top area cells: dfrtp_1 (26%), ha_1 (13%), mux2_2 (9.1%), a21oi_1 (8.1%), xnor2_1 (6.5%)
* CP Launch Type: input pin
* I/O pin cnt at 105
* Hold bufs inserted after CTS at 0
* Final clock period utilization by the worst path at 1.57
* Clock root buffer: clkbuf_8
* Top logic cell by instance count in the layout: buf_4
* Stage-log warning count at 29
* Post-DP HPWL at 7.75 mm
* Layout overhead on the synthesized area at 109%
* Critical path fanouts, max at 3
* Worst reg2reg setup slack at 700 ps
* Setup repair after global routing missed its margin: yes
* Number of library cell types mapped by synthesis at 47
* Clock tree sinks at 34
* Via count of the first global-routing pass at 3,801
* Total gr overflow at 0
* Worst hold-check path type: input pin to flip-flop
* Die x size at 91.9 um
* Final routed wirelength across all metal layers at 13.0 mm
* Arrival time at the worst endpoint at 2550 ps
* CTS tree: done
* Critical path type: input pin to flip-flop
* Max incr delay on CP at 370 ps
* Height of the die at 91.9 um
* Worst Skew at 0 ps
* Count of nets left with antenna violations after detail routing at 0
## kinds of logic (layout without fill, tap and decap cells)
family	Yosys count	after routing	share of synthesized area
AND-OR/OR-AND	113	113	0.217
buffers and inverters	61	305	0.0717
AND/OR/NAND/NOR	91	91	0.138
flip-flops	34	34	0.263
multiplexers	27	27	0.0938
XOR/XNOR	30	30	0.0814
adder cells (fa/ha/maj)	34	34	0.134
## routing by layer
metal / track usage / part of all wire / wire length (um)
met1: 0.450 / 0.47 / 6070
met2: 0.443 / 0.45 / 5850
met3: 0.0363 / 0.063 / 822
met4: 0.0247 / 0.019 / 247
met5: 0 / 0 / 0
## final timing paths
check | start | to | cells past startpoint
setup / recovery | A[0] | C[18] | 14
hold / removal | B[0] | C[0] | 3
setup reg to reg | C[21] | C[21] | 1
hold reg to reg | C[33] | C[33] | 1
max in group asynchronous | rstn | C[33] | 2
min in group asynchronous | rstn | C[19] | 2
## power breakdown
group          switching (uW)  internal, uW
clock network             402           495
registers                 144          1150
logic                    1140          1860
## cells in the mapped netlist, types with 2 or more instances
cell type	count
o21a_1	5
ha_1	33
a21oi_1	52
nand2_1	30
nor2_1	16
dfrtp_1	34
xor2_1	6
o2111ai_1	2
nor4_1	2
o21ai_0	24
o31a_1	3
nor3_1	6
and3_1	3
o211ai_1	2
and2_1	2
nand2b_1	6
nor2b_1	4
buf_1	2
xnor2_1	24
a211o_1	2
inv_1	44
mux2_2	26
nand3_1	6
o21bai_1	3
nand4_1	13
clkbuf_1	13
a21o_1	7
## area by class of cell
| cell class | instances | area, sq um | area share |
|---|---|---|---|
| tap | 102 | 128 | 0.0189 |
| multi-input combinational | 295 | 3130 | 0.463 |
| inverter | 44 | 208 | 0.0307 |
| clock buffer | 5 | 68.8 | 0.0102 |
| sequential | 34 | 851 | 0.126 |
| timing repair buffer | 253 | 2330 | 0.345 |
| clock inverter | 3 | 45.0 | 0.00666 |
## metrics by stage
step,hold WS [ps],instances,instance area [sq um],TNS [ps]
after global placement,475,686,5430,-38570
final,338,736,6760,-14930
after detailed placement,490,686,5430,-39390
after CTS,335,724,6350,-14410
after global routing,349,736,6760,-16920
after floorplan,4.41,390,3540,-13940
## timing repair
action | CTS | global route
gates resized | 310 | 110
setup buffers | 30 | 19
pin swaps | 106 | 76
endpoints found under the setup margin | 33 | 32
No activity file was given, so power comes from the tool's default toggle rates.
